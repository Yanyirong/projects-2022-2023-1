## design.v

```verilog
module add2 #(
    parameter input_len     = 16
    ) (
    input   wire                        clk,
    input   wire                        rst_n,
    input   wire    [input_len  -1:0]   data_in1,    
    input   wire    [input_len  -1:0]   data_in2,    
    output  wire    [input_len    :0]   data_out
    );
    wire signed     [input_len  -1:0]   data_in1_internal;
    wire signed     [input_len  -1:0]   data_in2_internal;
    reg  signed     [input_len    :0]   data_out_internal;
    assign data_in1_internal = data_in1;
    assign data_in2_internal = data_in2;
    always @(posedge clk or negedge rst_n)
    begin
        if(!rst_n)
            data_out_internal <= {1'b0, {input_len{1'b0}}};
        else
            data_out_internal <= data_in1_internal + data_in2_internal;
    end
    assign data_out = data_out_internal;
endmodule
module add4 #(
    parameter input_len     = 16
    ) (
    input   wire                        clk,
    input   wire                        rst_n,
    input   wire    [input_len  -1:0]   data_in1,    
    input   wire    [input_len  -1:0]   data_in2,    
    input   wire    [input_len  -1:0]   data_in3,    
    input   wire    [input_len  -1:0]   data_in4,    
    output  wire    [input_len  +1:0]   data_out
    );
    wire signed     [input_len  -1:0]   data_in1_internal;
    wire signed     [input_len  -1:0]   data_in2_internal;
    wire signed     [input_len  -1:0]   data_in3_internal;
    wire signed     [input_len  -1:0]   data_in4_internal;
    wire signed     [input_len    :0]   data_io1_internal;
    wire signed     [input_len    :0]   data_io2_internal;
    reg  signed     [input_len  +1:0]   data_out_internal;
    assign data_in1_internal = data_in1;
    assign data_in2_internal = data_in2;
    assign data_in3_internal = data_in3;
    assign data_in4_internal = data_in4;
    assign data_io1_internal = data_in1_internal + data_in2_internal;
    assign data_io2_internal = data_in3_internal + data_in4_internal;
    always @(posedge clk or negedge rst_n)
    begin
        if(!rst_n)
            data_out_internal <= {2'b0, {input_len{1'b0}}};
        else
            data_out_internal <= data_io1_internal + data_io2_internal;
    end
    assign data_out = data_out_internal;
endmodule
module add9 #(
    parameter input_len     = 16
    ) (
    input  wire                             clk,
    input  wire                             rst_n,
    input  wire [input_len * 9 - 1 : 0]     data_in,    
    output wire [input_len + 4 - 1 : 0]     data_out
    );
    wire signed     [input_len - 1 : 0]   data_in_internal[9 - 1 : 0];
    wire signed     [input_len + 1 : 0]   data_io0_internal;
    wire signed     [input_len + 1 : 0]   data_io1_internal;
    reg  signed     [input_len - 1 : 0]   data_in_internal8;
    reg  signed     [input_len + 3 : 0]   data_out_internal;
    genvar i;
    generate
    for(i=0; i<9; i=i+1)
    begin
        assign data_in_internal[i] = data_in[input_len * i + input_len - 1: input_len * i];
    end
    endgenerate
    always @(posedge clk or negedge rst_n)
    begin
        if(!rst_n)
            data_in_internal8 <= 0;
        else
            data_in_internal8 <= data_in_internal[8];
    end
    add4 #(
        .input_len     (input_len)
        ) addtree0 (
        .clk           (clk),
        .rst_n         (rst_n),
        .data_in1      (data_in_internal[0]),
        .data_in2      (data_in_internal[1]),
        .data_in3      (data_in_internal[2]),
        .data_in4      (data_in_internal[3]),
        .data_out      (data_io0_internal)
    );
    add4 #(
        .input_len     (input_len)
        ) addtree1 (
        .clk           (clk),
        .rst_n         (rst_n),
        .data_in1      (data_in_internal[4]),
        .data_in2      (data_in_internal[5]),
        .data_in3      (data_in_internal[6]),
        .data_in4      (data_in_internal[7]),
        .data_out      (data_io1_internal)
    );
    always @(posedge clk or negedge rst_n)
    begin
        if(!rst_n)
            data_out_internal <= {(input_len+4){1'b0}};
        else
            data_out_internal <= (data_io0_internal + data_io1_internal) + data_in_internal8;
    end
    assign data_out = data_out_internal;
endmodule
module add10 #(
    parameter input_len     = 16
    ) (
    input  wire                             clk,
    input  wire                             rst_n,
    input  wire [input_len * 10 - 1 : 0]    data_in,    
    output wire [input_len + 4 - 1 : 0]     data_out
    );
    wire signed     [input_len - 1 : 0]   data_in_internal[10 - 1 : 0];
    wire signed     [input_len + 1 : 0]   data_io0_internal;
    wire signed     [input_len + 1 : 0]   data_io1_internal;
    reg  signed     [input_len - 1 : 0]   data_in_internal8;
    reg  signed     [input_len - 1 : 0]   data_in_internal9;
    reg  signed     [input_len + 3 : 0]   data_out_internal;
    genvar i;
    generate
    for(i=0; i<10; i=i+1)
    begin
        assign data_in_internal[i] = data_in[input_len * i + input_len - 1: input_len * i];
    end
    endgenerate
    always @(posedge clk or negedge rst_n)
    begin
        if(!rst_n)
            data_in_internal8 <= 0;
        else
            data_in_internal8 <= data_in_internal[8];
    end
    always @(posedge clk or negedge rst_n)
    begin
        if(!rst_n)
            data_in_internal9 <= 0;
        else
            data_in_internal9 <= data_in_internal[9];
    end
    add4 #(
        .input_len     (input_len)
        ) addtree0 (
        .clk           (clk),
        .rst_n         (rst_n),
        .data_in1      (data_in_internal[0]),
        .data_in2      (data_in_internal[1]),
        .data_in3      (data_in_internal[2]),
        .data_in4      (data_in_internal[3]),
        .data_out      (data_io0_internal)
    );
    add4 #(
        .input_len     (input_len)
        ) addtree1 (
        .clk           (clk),
        .rst_n         (rst_n),
        .data_in1      (data_in_internal[4]),
        .data_in2      (data_in_internal[5]),
        .data_in3      (data_in_internal[6]),
        .data_in4      (data_in_internal[7]),
        .data_out      (data_io1_internal)
    );
    always @(posedge clk or negedge rst_n)
    begin
        if(!rst_n)
            data_out_internal <= 0;
        else
            data_out_internal <= (data_io0_internal + data_io1_internal) + (data_in_internal8 + data_in_internal9);
    end
    assign data_out = data_out_internal;
endmodule
```

## run.sh

```bash
#!/bin/bash
# OpenROAD 26Q1-2900-gdf79404cd8, Yosys 0.63+post, stock flow scripts
make -C /OpenROAD-flow-scripts/flow DESIGN_CONFIG=/design/flow/config.mk WORK_HOME=/design/flow/orfs finish
```

## config.mk

```make
export PLATFORM = sky130hd
export DESIGN_NAME = add10
export DESIGN_NICKNAME = add10
export VERILOG_FILES = /design/flow/design.v
export SDC_FILE = /design/flow/constraint.sdc
export NUM_CORES = 4
export LEC_CHECK = 1
export CORE_UTILIZATION = 30
```

## constraint.sdc

```tcl
current_design add10

set clk_period 6.4
set clk_io_pct 0.2

create_clock -name clk0 -period $clk_period [get_ports {clk}]

set non_clock_inputs [all_inputs -no_clocks]
set_input_delay [expr $clk_period * $clk_io_pct] -clock clk0 $non_clock_inputs
set_output_delay [expr $clk_period * $clk_io_pct] -clock clk0 [all_outputs]
```

==> reports/summary.txt <==
outcome - finished, final reports clean
drc violations - 0
IO Port Bufs - 181
Iteration-0 DRC Markers - 233
RSZ-0062 raised after global routing - false
synth unique cells - 51
Post-CTS Setup Bufs - 0
CTS tree - done
largest net degree at the start of global routing - 58
Hold Crit Class - reg2reg
CP max stage delay - 520 ps
Final Util - 41.1%
CTS buffer count - 9
CTS sink count - 88
FP Rows - 57
vias in the first global route - 5,591
Slew @ Worst Pin - 698 ps
count of non-filler cells in the finished layout - 1,296
clock latency on the worst-skew pair - 350 ps
worst setup path startpoint - data_in[1]
critical path data required time - 6630 ps
DR vias/cell - 4.21
Reg2Reg Launch Point - addtree0.data_out_internal[1]$_DFF_PN0_
WHS - 491 ps
Synth async-reset ratio - 100%
full die area - 26,000 µm²
skew final - 8.99 ps
ANT nets after route - 0
Hold Buf Count CTS - 0
Worst VDD drop - 0.000263 V
detailed placement HPWL - 13,500 µm
CTS Buffer Depth - 2
critical-path cell list - clkdlybuf4s50_1 -> inv_1 -> fa_1 -> inv_1 -> fa_1 -> ha_1 -> fa_1 -> a211oi_1 -> o21ai_1 -> a211oi_1 -> or2_1 -> o211ai_1 -> xor2_1
htree depth - 3
worst reg-to-reg setup slack - 2950 ps
first-pass GRT wire length - 26,400 µm
Fin. Hold Viols - 0
Die Height - 161 µm
Die Wd - 161 µm
core area - 24,600 µm²
Placer Congestion - 0.850
Post-synth EDFFs - 0
initial antenna violation count - 2
root buffer cell - clkbuf_16
final worst slack - 1810 ps
GR Overflow Total - 0
post-cts sizing count - 0
cell area after synthesis - 7620 µm²
final instance area - 10,100 µm²
CP startpoint kind - input pin
number of cells in Yosys stat - 780
critical path class - in2reg
Design Power - 4.71 mW
Worst-path clk slew - 70 ps
Log Warnings - 25
Avg Cell Area, Syn - 9.77 µm²
power per cell area - 466 nW/µm²
upper clock frequency limit - 0.218 GHz
min-delay src - addtree1.data_out_internal[0]$_DFF_PN0_
Area after DPL - 9810 µm²
layout cell share with drive strength beyond 1 - 2.16%
Setup violations, final - 0
drt wl/cell - 12.0 µm
Vias - 5,451
routed wire length - 15,500 µm
TNS Setup - 0 ps
arrival time at the worst endpoint - 4820 ps
worst rel slew slack - 53.5%
CP max stage cell - fa_1
YS chip area - 7620 µm²
area grow syn2layout - 32.6%
Setup WS pre-CTS - 1450 ps
crit path time final - 4590 ps
top_reg_cell synth - dfrtp_1
Setup crit end kind - register
Boundary Pins - 182
All-Layer GR Usage - 13.2%
Lkg Pwr - 4.97 nW
Registers, synthesis - 88
YS warnings - 2
FP Core Util - 31.0%
cell count after synthesis - 780
drt first pass iters - 7
Tcrit/Tclk final - 71.7%
MaxCap Viol Count - 0
post-placement cell count - 1,279
Seq/Total Area, Yosys - 28.9%
fin. max-slew vios - 0
CP Max Fanout - 3
Critical Path Most Common Cell - fa_1
[cells by family after synthesis]
logic type	share of synthesized area [%]
XOR/XNOR	5.17
AND/OR/NAND/NOR	5.47
buffers and inverters	13.2
adder cells (fa/ha/maj)	35.8
flip-flops	28.9
AND-OR/OR-AND	11.5
[cell usage after synthesis (4+ instances only)]
library cell	number	area [µm²]
o21ai_1	7	35.0
and3_1	4	25.0
inv_1	259	972
a21o_1	8	60.1
dfrtp_1	88	2200
o21bai_1	7	52.6
fa_1	103	2060
ha_1	53	663
nand3_1	9	45.0
o21ai_0	23	115
nor3_1	6	30.0
nand2_1	27	101
o211ai_1	6	45.0
nand2b_1	6	37.5
nor2_1	20	75.1
a31oi_1	4	25.0
xnor2_1	30	263
a211oi_1	11	82.6
nand4_1	4	25.0
a21oi_1	44	220
clkbuf_1	5	18.8
xor2_1	15	131
[state kept, by name, indices dropped and copies added, names as in the netlist]
name,cells
data_in_internal9,16
data_out_internal,20
addtree1.data_out_internal,18
data_in_internal8,16
addtree0.data_out_internal,18
[metal layers]
layer	vias to the layer above	routed length (µm)	global-route usage, %	share of wire (%)
li1	2754	-	-	-
met1	2530	7070	19.4	45
met2	149	7300	21.6	47
met3	16	1000	2.72	6.4
met4	2	161	1.07	1.0
met5	-	12	0	0.077
[path summary, 6_finish.rpt]
path / endpoint / depth (start not counted)
max in group asynchronous: data_in_internal8[13]$_DFF_PN0_ / 2
hold / removal: data_out_internal[0]$_DFF_PN0_ / 1
setup reg to reg: data_out_internal[15]$_DFF_PN0_ / 11
setup / recovery: addtree0.data_out_internal[13]$_DFF_PN0_ / 13
min in group asynchronous: data_out_internal[0]$_DFF_PN0_ / 1
hold reg to reg: data_out_internal[0]$_DFF_PN0_ / 1
[cell usage in the layout, fill, tap and decap left out, drive strengths merged, types with 4 or more instances in the layout]
| cell | count |
|---|---|
| a211oi | 12 |
| a21o | 8 |
| a21oi | 44 |
| a31oi | 4 |
| and3 | 4 |
| clkbuf | 9 |
| clkdlybuf4s50 | 180 |
| clkinv | 4 |
| dfrtp | 88 |
| fa | 103 |
| ha | 53 |
| inv | 262 |
| nand2 | 27 |
| nand2b | 7 |
| nand3 | 9 |
| nand4 | 4 |
| nor2 | 20 |
| nor3 | 6 |
| o211ai | 6 |
| o21ai | 30 |
| o21bai | 7 |
| xnor2 | 30 |
| xor2 | 15 |
[worst max-delay path, delay by kind of cell]
family / cells / cell delay (ps)
simple gates: 1 / 210
xor+xnor: 1 / 160
buf+inv: 3 / 560
compound gates: 4 / 890
fa+ha+maj: 4 / 1700
[report_power, final]
group | internal (mW) | total, mW | switching (mW)
Sequential | 0.800 | 0.855 | 0.0548
Clock | 0.275 | 0.513 | 0.238
Combinational | 1.53 | 3.34 | 1.81
Total | 2.60 | 4.71 | 2.11
[layout make-up]
class | count | area (µm²)
repair buffers | 182 | 1820
well taps | 324 | 405
clock buffers | 9 | 225
fillers | 2375 | 14500
multi-input cells | 426 | 4410
inverters | 259 | 972
clock inverters | 7 | 73.8
diodes | 1 | 2.50
flip-flops and latches | 88 | 2200
Power and IR drop assume default switching activity.
